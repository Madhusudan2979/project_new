### /design/flow/config.mk
export PLATFORM = sky130hd
export DESIGN_NAME = daddamul
export DESIGN_NICKNAME = daddamul
export VERILOG_FILES = /design/flow/design.v
export SDC_FILE = /design/flow/constraint.sdc
export NUM_CORES = 4
export LEC_CHECK = 1
export CORE_AREA = 10 10 70 70
export DIE_AREA = 0 0 80 80
### /design/flow/constraint.sdc
current_design daddamul

set clk_period 4.9
set clk_io_pct 0.2

create_clock -name clk0 -period $clk_period

set non_clock_inputs [all_inputs -no_clocks]
set_input_delay [expr $clk_period * $clk_io_pct] -clock clk0 $non_clock_inputs
set_output_delay [expr $clk_period * $clk_io_pct] -clock clk0 [all_outputs]
### /design/flow/design.v
`timescale 1ns / 1ps
module daddamul(
   out21,  
    a,b,c,d,e,f,g,h,en
);
output [7:0]out21; 
 input a,b,c,d,e,f,g,h,en;
wire g8_y,g48_y,g47_y,g46_y,g93_y,g132_y,g149_y,g151_y;
supply1 vdd;
supply0 gnd;
wire  and1, and2, and3, and4, and5, and6, and7, and8, and9, and10, and11, and12, and13, and14, and15;  
wire   fas2, fas3, fas4,  fas6, fas7, fas8  ;  
wire  fac1, fac2, fac3, fac4, fac5, fac6, fac7, fac8, fac9, fac10, fac11;  
wire [7:0]p;
and a0(p[0],d,h); 
and a1(and1,d,g); 
and a2(and2,c,h); 
and a3(and3,c,g); 
and a4(and4,b,h); 
and a5(and5,b,g); 
and a6(and6,a,h); 
and a7(and7,a,g); 
and a8(and8,d,f); 
and a9(and9,c,f); 
and a10(and10,b,f); 
and a11(and11,a,f); 
and a12(and12,d,e); 
and a13(and13,c,e); 
and a14(and14,b,e); 
and a15(and15,a,e); 
ha ha1(p[1], hc1,and2,and1);
fa fa1(fs1, fc1,and3,and4,and5);
fa fa2(fs2, fc2,and7,and8,and9);
fa fa3(fs3, fc3,and10,and11,and12);
ha ha2(p[2], hc2,hc1,fs1);
fa fa4(fs4, fc4,and6,fc1,fs2);
ha ha3(hs3,hc3,fs3,fc2);
fa fa5(fs5, fc5,fc3,and13,and14);
ha ha4(p[3], hc4,fs4,hc2);
fa fa6(p[4], fc6,hc4,fc4,hs3);
fa fa7(p[5], fc7,fc6,hc3,fs5);
fa fa8(p[6], p[7],fc7,fc5,and15);
assign g8_y=p[0];
assign g48_y=p[1];
assign g47_y=p[2];
assign g46_y=p[3];
assign g93_y=p[4];
assign g132_y=p[5];
assign g149_y=p[6];
assign g151_y=p[7];
bufif1 o0_1(out21[0],g8_y,en); 
bufif1 o0_2(out21[1],g48_y,en);
bufif1 o0_3(out21[2],g47_y,en);
bufif1 o0_4(out21[3],g46_y,en);
bufif1 o0_5(out21[4],g93_y,en);
bufif1 o0_6(out21[5],g132_y,en);
bufif1 o0_7(out21[6],g149_y,en);
bufif1 o0_8(out21[7],g151_y,en);
endmodule
`timescale 1ns / 1ps
module fa(sum,carry,a,b,c
    );
     input a, b,c;
       output sum, carry;
       assign sum= (a^b)^c;
       assign carry= (a&b)|(b&c)|(c&a);
endmodule
`timescale 1ns / 1ps
module ha(s,c,a,b
    );
    output s,c;
    input a,b;
    assign s=a^b;
    assign c=a&b;
endmodule
### /design/flow/run.sh
#!/bin/bash
# OpenROAD 26Q1-2900-gdf79404cd8, Yosys 0.63+post, stock flow scripts
make -C /OpenROAD-flow-scripts/flow DESIGN_CONFIG=/design/flow/config.mk WORK_HOME=/design/flow/orfs finish
==> load_flow_metrics.sql <==
-- flow metrics import
INSERT INTO impl_metrics (metric_group, metric, value, unit) VALUES
('outcome', 'status', 'completed', ''),
('finish', 'clock_buffers', '0', ''),
('finish', 'fill_cells', '391', ''),
('die', 'core_region_area', '0.00342', 'mm2'),
('final_timing', 'grt_setup_unrepaired', 'no', ''),
('final_timing', 'slew_headroom', '0.911', ''),
('power_and_ir_drop', 'static-leakage-power', '0.286', 'nW'),
('finish', 'layout-drive-gt1-share', '0.237', ''),
('drt', 'postRouteWirelength', '825', 'um'),
('global_route', 'wire_length_of_the_first_global_routing_pass', '1410', 'um'),
('die', 'die_width', '80', 'um'),
('die', 'die_height', '80', 'um'),
('finish', 'post_route_cell_area', '568', 'um2'),
('yosys', 'ys_seq_frac', '0', ''),
('critical_path', 'crit_slowest_cell', 'sky130_fd_sc_hd__clkdlybuf4s50_1', ''),
('drt', 'ant_nets', '0', ''),
('finish', 'seq_cell_count', '0', ''),
('global_route', 'gr-usage-all-layers', '0.0268', ''),
('final_timing', 'fin_crit_sh', '0.969', ''),
('drt', 'via_per_inst', '2.88', ''),
('critical_path', 'worst-path-max-fanout', '4', ''),
('critical_path', 'cell_by_cell_listing_of_the_critical_path', 'clkdlybuf4s50_1 > nand2_1 > fa_1 > inv_1 > ha_1 > fa_2 > inv_2 > fa_2 > inv_1 > clkdlybuf4s50_1', ''),
('placement', 'io_buffer_count', '16', ''),
('final_timing', 'period_needed', '4750', 'ps'),
('clock_network', 'cts_hold_buf', '0', ''),
('drt', 'drt_drc_violations_left', '0', ''),
('yosys', 'postSynthCellCount', '46', ''),
('drt', 'initialDrtViolationCount', '0', ''),
('critical_path', 'critical_path.top_delay_family', 'adder cells', ''),
('finish', 'area_growth_syn_to_layout', '50.3', '%'),
('die', 'io-pin-count', '17', ''),
('yosys', 'synth_stat.cells', '46', ''),
('critical_path', 'worst_ep_required_time', '3920', 'ps'),
('die', 'initial_core_util', '0.111', ''),
('critical_path', 'worstPathArrival', '3770', 'ps'),
('finish', 'layout_top_cells', '11 x sky130_fd_sc_hd__nand2_1, 9 x sky130_fd_sc_hd__inv_1, 7 x sky130_fd_sc_hd__clkdlybuf4s50_1, 5 x sky130_fd_sc_hd__fa_1, 5 x sky130_fd_sc_hd__buf_4', ''),
('critical_path', 'worst-path-buf-inv', '5', ''),
('yosys', 'synth.distinct_cells', '6', ''),
('die', 'chip_area', '0.00640', 'mm2'),
('final_timing', 'hold_viol', '0', ''),
('finish', 'top_layout_cell', 'sky130_fd_sc_hd__nand2_1', ''),
('drt', 'detail_route.first_pass.iterations', '1', ''),
('drt', 'antenna_cells_inserted', '0', ''),
('yosys', 'post_synth_main_area_contributors', 'sky130_fd_sc_hd__fa_1 42%, sky130_fd_sc_hd__buf_4 16%, sky130_fd_sc_hd__ha_1 13%', ''),
('clock_network', 'post-cts-setup-buffer-count', '0', ''),
('final_timing', 'setup_failing_eps_final', '0', ''),
('yosys', 'syn_area', '378', 'um2'),
('critical_path', 'critical_path.startpoint_type', 'input pin', ''),
('placement', 'place.gp.congestion', '0.725', ''),
('min_path', 'worst_min_path_class', 'input pin to primary output', ''),
('job', 'maxCapViolations', '0', ''),
('die', 'rows', '21', ''),
('placement', 'dpl_cell_area', '573', 'um2'),
('critical_path', 'worstSetupEndpointType', 'primary output', ''),
('power_and_ir_drop', 'power_per_cell_area', '100', 'mW/mm2'),
('critical_path', 'cp_slowest_stage_delay', '510', 'ps'),
('placement', 'dp_hpwl', '820', 'um'),
('drt', 'wl_per_cell', '7.86', 'um'),
('power_and_ir_drop', 'vdd_ir_drop_max', '0.0122', 'mV'),
('yosys', 'yosys_chip_area', '378', 'um2'),
('global_route', 'largest_net_degree_at_the_start_of_global_routing', '5', ''),
('final_timing', 'fmaxAchievable', '211', 'MHz'),
('global_route', 'antenna_found_initial', '0', ''),
('final_timing', 'drv_slew', '0', ''),
('critical_path', 'timing_worst_setup_path_type', 'input pin to primary output', ''),
('yosys', 'ys.warnings.count', '17', ''),
('final_timing', 'finalSetupTns', '0', 'ps'),
('job', 'number_of_warnings_in_the_stage_logs', '33', ''),
('yosys', 'avg_cell_area_syn', '8.21', 'um2'),
('finish', 'ff_latch_area', '0', 'um2'),
('final_timing', 'worst_slew_pin_slew', '134', 'ps'),
('drt', 'num_vias', '302', ''),
('global_route', 'grt_pass1_vias', '341', ''),
('finish', 'finish.cell_count_without_fillers', '105', ''),
('global_route', 'gr_overflow_total', '0', ''),
('yosys', 'synth.top_cell.area_share', '0.424', ''),
('placement', 'post-place-cells', '105', ''),
('yosys', 'netlist.top_cell.by_area', 'sky130_fd_sc_hd__fa_1', '');
-- cell usage after synthesis, drive strengths merged --
cell	n
ha	4
and2	4
buf	8
nand2	12
inv	10
fa	8
-- tightest hold or removal path: cells and delay by family --
family | cells | cell delay [ps]
and+or+nand+nor | 1 | 130
adders and majority gates | 1 | 150
buffers and inverters | 3 | 440
-- area by class of cell --
type	instances	area, um2	share of cell area
inverters	10	37.5	0.0661
multi-input cells	28	293	0.515
well taps	46	57.6	0.101
repair buffers	21	180	0.317
-- worst paths after layout --
path              startpoint  endpoint  cells past startpoint
setup / recovery           e  out21[5]                     10
hold / removal             a  out21[6]                      5
-- per-layer routing --
layer | vias up | global-route usage | wire length [um]
li1 | 150 | - | -
met1 | 149 | 0.0216 | 219
met2 | 3 | 0.0642 | 560
met3 | 0 | 0.00341 | 45
met4 | 0 | 0 | 0
met5 | - | 0 | 0
-- stage by stage --
step / hold WS (ps) / utilization / power [mW] / setup slack (ps)
after global placement: 3070 / 0.168 / 0.0612 / -641
after CTS: 2800 / 0.167 / 0.0606 / 13.8
after global routing: 2740 / 0.166 / 0.0672 / 39.7
final: 2680 / 0.166 / 0.0570 / 150
after detailed placement: 3070 / 0.168 / 0.0615 / -666
after floorplan: 2140 / - / 0.0365 / 379
-- power breakdown --
| part | switching, mW | total, mW | leakage (nW) | internal [mW] |
|---|---|---|---|---|
| Sequential | 0 | 0 | 0 | 0 |
| Combinational | 0.0210 | 0.0570 | 0.286 | 0.0360 |
| Clock | 0 | 0 | 0 | 0 |
-- cells by family (layout without fill, tap and decap cells) --
logic type | Yosys count | count (layout) | synth area share
simple gates | 16 | 16 | 0.185
buf+inv | 18 | 31 | 0.258
fa+ha+maj | 12 | 12 | 0.556
-- repair_timing --
action | 4_1_cts | 5_1_grt
pin swaps | 5 | 4
resized | 13 | 9
endpoints found under the setup margin | 3 | 3
gates cloned | 0 | 0
Power is estimated from default activity; no workload was simulated.
