File: design/flow/run.sh
#!/bin/bash
# OpenROAD 26Q1-2900-gdf79404cd8, Yosys 0.63+post, stock flow scripts
make -C /OpenROAD-flow-scripts/flow DESIGN_CONFIG=/design/flow/config.mk WORK_HOME=/design/flow/orfs finish
File: design/flow/config.mk
export PLATFORM = sky130hd
export DESIGN_NAME = wallace
export DESIGN_NICKNAME = wallace
export VERILOG_FILES = /design/flow/design.v
export SDC_FILE = /design/flow/constraint.sdc
export NUM_CORES = 4
export LEC_CHECK = 1
export CORE_AREA = 10 10 70 70
export DIE_AREA = 0 0 80 80
File: design/flow/constraint.sdc
current_design wallace

set clk_period 7.1
set clk_io_pct 0.2

create_clock -name clk0 -period $clk_period

set non_clock_inputs [all_inputs -no_clocks]
set_input_delay [expr $clk_period * $clk_io_pct] -clock clk0 $non_clock_inputs
set_output_delay [expr $clk_period * $clk_io_pct] -clock clk0 [all_outputs]
File: design/flow/design.v
`timescale 1ns / 1ps
module full_adder(
    Data_in_A,   
    Data_in_B,   
    Data_in_C,   
     Data_out_Sum,
     Data_out_Carry
    );
    input Data_in_A;
    input Data_in_B;
     input Data_in_C;
    output Data_out_Sum;
     output Data_out_Carry;
     wire ha1_sum;
     wire ha2_sum;
     wire ha1_carry;
     wire ha2_carry;
     wire Data_out_Sum;
     wire Data_out_Carry;
    half_adder  ha1(
        .Data_in_A(Data_in_A),
        .Data_in_B(Data_in_B),
        .Data_out_Sum(ha1_sum),
        .Data_out_Carry(ha1_carry)
    );
    half_adder  ha2(
        .Data_in_A(Data_in_C),
        .Data_in_B(ha1_sum),
        .Data_out_Sum(ha2_sum),
        .Data_out_Carry(ha2_carry)
    );
    assign Data_out_Sum = ha2_sum;  
    assign Data_out_Carry = ha1_carry | ha2_carry;
endmodule
`timescale 1ns / 1ps
module half_adder(
    Data_in_A,
    Data_in_B,
    Data_out_Sum,
    Data_out_Carry
    );
    input Data_in_A;
    input Data_in_B;
    output Data_out_Sum;
     output Data_out_Carry;
     assign Data_out_Sum = Data_in_A ^ Data_in_B;   
     assign Data_out_Carry = Data_in_A & Data_in_B;  
endmodule
`timescale 1ns / 1ps
module wallace(A,B,prod);
    input [3:0] A,B;
    output [7:0] prod;
    wire s11,s12,s13,s14,s15,s22,s23,s24,s25,s26,s32,s33,s34,s35,s36,s37;
    wire c11,c12,c13,c14,c15,c22,c23,c24,c25,c26,c32,c33,c34,c35,c36,c37;
    wire [6:0] p0,p1,p2,p3;
    assign  p0 = A & {4{B[0]}};
    assign  p1 = A & {4{B[1]}};
    assign  p2 = A & {4{B[2]}};
    assign  p3 = A & {4{B[3]}};
    assign prod[0] = p0[0];
    assign prod[1] = s11;
    assign prod[2] = s22;
    assign prod[3] = s32;
    assign prod[4] = s34;
    assign prod[5] = s35;
    assign prod[6] = s36;
    assign prod[7] = s37;
    half_adder ha11 (p0[1],p1[0],s11,c11);
    full_adder fa12(p0[2],p1[1],p2[0],s12,c12);
    full_adder fa13(p0[3],p1[2],p2[1],s13,c13);
    full_adder fa14(p1[3],p2[2],p3[1],s14,c14);
    half_adder ha15(p2[3],p3[2],s15,c15);
    half_adder ha22 (c11,s12,s22,c22);
    full_adder fa23 (p3[0],c12,s13,s23,c23);
    full_adder fa24 (c13,c32,s14,s24,c24);
    full_adder fa25 (c14,c24,s15,s25,c25);
    full_adder fa26 (c15,c25,p3[3],s26,c26);
    half_adder ha32(c22,s23,s32,c32);
    half_adder ha34(c23,s24,s34,c34);
    half_adder ha35(c34,s25,s35,c35);
    half_adder ha36(c35,s26,s36,c36);
    half_adder ha37(c36,c26,s37,c37);
endmodule
==> reports/results.tsv <==
stage	metric	value	unit
critical_path	Crit path required time	5.68	ns
placement	placed insts	102	
sta	Final Max-Slew Violation Tally	0	
placement	IO Port Bufs	16	
critical_path	CP Class	in -> out	
sta	RSZ-0062 raised after global routing	false	
power_and_ir_drop	Tot Pwr	0.0000398	W
sta	final setup vio count	0	
global_routing	met1 usage	3.63	%
synthesis	XOR Share, Synth	2.17	%
synthesis	adder share	56.5	%
global_routing	initial antenna violation count	0	
synthesis	mux share	0	%
drt	n_diodes	0	
critical_path	CP Cell Sequence	clkdlybuf4s50_1 -> nand2_1 -> fa_1 -> fa_1 -> inv_1 -> ha_1 -> fa_1 -> fa_1 -> inv_1 -> fa_1 -> inv_1 -> ha_1 -> xnor2_1 -> clkdlybuf4s50_1	
drt	DR iter-0 viols	4	
placement	Placed Area	568	µm²
sta	setup TNS	0	ns
critical_path	crit path max-delay cell type	fa_1	
global_routing	grt total ovfl	0	
synthesis	and+or+nand+nor area frac	19.9	%
critical_path	slowest cell delay on critical path	0.54	ns
finish	Finished Layout Cells	102	
sta	Worst Max-Slew Pin Slew	0.134	ns
global_routing	vias in the first global route	330	
synthesis	mapped cell area	403	µm²
placement	DP HPWL	833	µm
critical_path	Crit path max-delay family	adder cells	
finish	fin area	568	µm²
min_path	Hold Crit Class	in -> out	
synthesis	sequential area share after synthesis	0	%
sta	part of the cycle the worst path needs	95.0	%
clock_tree	post_cts resized	0	
floorplan	die width	80	µm
power_and_ir_drop	total power per unit cell area	70.0	nW/µm²
global_routing	pin count of the biggest net entering global routing	5	
run_status	outcome	finished, final reports clean	
finish	share of post-route cells with drive strength above 1	0	%
floorplan	fp util	11.8	%
floorplan	Site Rows	21	
synthesis	ao+oa area frac	0	%
floorplan	Die Area	6400	µm²
finish	clkbuf count	0	
floorplan	I/O Pins	16	
synthesis	yosys cell count	47	
critical_path	CP Max Fanout	4	
sta	Max-slew headroom	91.0	%
drt	vias per cell	2.91	
synthesis	biggest area consumer among synthesized cells	fa_1	
sta	maximum clock frequency	0.148	GHz
sta	Final Hold Fails	0	
synthesis	Yosys top cell area share	34.8	%
floorplan	Die Ht	80	µm
synthesis	Synth Instances	47	
drt	DRT Pass-1 Iters	2	
global_routing	GRT Total Usage	3.02	%
critical_path	startpoint types	input port	
drt	DR WL/cell	8.45	µm
clock_tree	Post-CTS Repair Setup Buffers	0	
critical_path	crit end category	output pin	
finish	Top cell excl fill/tap	clkdlybuf4s50_1	
sta	final worst path period need	6.74	ns
synthesis	Unique masters post-synth	7	
drt	vias	297	
finish	most instantiated logic cells after routing	clkdlybuf4s50_1 (16), inv_1 (9), and2_1 (8), nand2_1 (8)	
power_and_ir_drop	Pleak	0.264	nW
finish	Area Growth Syn to Fin	41.0	%
drt	DRC viols	0	
floorplan	Core Footprint	3420	µm²
synthesis	Cell area leaders	fa_1 (35%), ha_1 (22%), buf_4 (13%), and2_1 (12%), inv_1 (8.4%)	
power_and_ir_drop	IR drop worst, VDD	0.0000154	V
job	tool warning count	32	
critical_path	crit-path most repeated cell	fa_1	
synthesis	Top logic family	adder cells	
synthesis	synth warn	0	
synthesis	average cell area after synthesis	8.57	µm²
global_routing	met3 Use GR	0.341	%
finish	Flops	0	
finish	FF+latch area	0	µm²
global_routing	met2 Track Usage GR	5.86	%
global_routing	global-route wire length before repair	1560	µm
global_routing	global route hottest layer	met2	
job	max-cap viol count	0	
critical_path	WP buf/inv	5	
placement	GPL Wtd Cong	0.746	
synthesis	yosys stat area	403	µm²
drt	routed wire length	862	µm
clock_tree	hold buffer count at CTS	0	
critical_path	arrival time at the worst endpoint	5.32	ns
drt	DRT antenna net count	0	
[metrics by stage]
stage	hold WS, ns	util, %	setup WS (ns)
after floorplan	2.91	-	1.35
after global placement	3.86	16.6	0.319
after detailed placement	3.85	16.6	0.314
after CTS	3.86	16.6	0.308
after global routing	3.91	16.6	0.146
final	3.84	16.6	0.356
[kinds of logic after synthesis]
logic type / Yosys count
AND/OR/NAND/NOR: 16
buffers and inverters: 16
adder cells (fa/ha/maj): 14
XOR/XNOR: 1
[cells in the mapped netlist]
cell type / number
inv_1: 9
and2_1: 8
nand2_1: 8
buf_4: 7
fa_1: 7
ha_1: 7
xnor2_1: 1
[where the power goes]
part / internal [W] / switching [W] / total, W
Sequential: 0 / 0 / 0
Clock: 0 / 0 / 0
Combinational: 0.0000262 / 0.0000136 / 0.0000398
Total: 0.0000262 / 0.0000136 / 0.0000398
[area by class of cell]
type,instances,area [µm²]
fillers,388,2850
multi-input cells,31,317
inverters,9,33.8
well taps,46,57.6
repair buffers,16,160
[metal layers]
layer / part of all wire (%) / vias up
met3: 5.7 / 0
met1: 38 / 140
met2: 56 / 6
li1: - / 151
met5: 0 / -
met4: 0 / 0
[path summary, 6_finish.rpt]
| kind | from | endpoint | slack, ns | depth (start not counted) |
|---|---|---|---|---|
| setup / recovery | B[2] | prod[7] | 0.36 | 14 |
| hold / removal | B[0] | prod[0] | 3.84 | 3 |
No activity file was given, so power comes from the tool's default toggle rates.
