## design/flow/design.v

```verilog
`timescale 1ns / 1ps
module GP_block(input logic g1,g2,p1,p2,output logic g1_2,p1_2);
    assign g1_2= g1| (p1&g2);
    assign p1_2=p1&p2;
endmodule
`timescale 1ns / 1ps
module gen_prop(input logic a,b,output logic g,p);
  assign g=a&b;
    assign p=a|b;
endmodule
`timescale 1ns / 1ps
module prefix_adder16bit(
input logic[15:0]a,b,input cin,output logic [15:0]sum,output logic Carry);
    logic[15:0]g,p;
    logic[7:0]gb1,pb1; 
    logic[7:0]gb2,pb2; 
    logic[7:0]gb3,pb3;  
    logic[7:0]gb4,pb4; 
    gen_prop GP0(a[0],b[0],g[0],p[0]);
    gen_prop GP1(a[1],b[1],g[1],p[1]);
    gen_prop GP2(a[2],b[2],g[2],p[2]);
    gen_prop GP3(a[3],b[3],g[3],p[3]);
    gen_prop GP4(a[4],b[4],g[4],p[4]);
    gen_prop GP5(a[5],b[5],g[5],p[5]);
    gen_prop GP6(a[6],b[6],g[6],p[6]);
    gen_prop GP7(a[7],b[7],g[7],p[7]);
    gen_prop GP78(a[8],b[8],g[8],p[8]);
    gen_prop GP10(a[9],b[9],g[9],p[9]);
    gen_prop GP11(a[10],b[10],g[10],p[10]);
    gen_prop GP12(a[11],b[11],g[11],p[11]);
    gen_prop GP13(a[12],b[12],g[12],p[12]);
    gen_prop GP14(a[13],b[13],g[13],p[13]);
    gen_prop GP15(a[14],b[14],g[14],p[14]); 
    gen_prop GP16(a[15],b[15],g[15],p[15]);
    GP_block GPB1_0(g[0],cin,p[0],0,gb1[0],pb1[0]);  
    GP_block GPB1_2(g[2],g[1],p[2],p[1],gb1[1],pb1[1]);
    GP_block GPB1_4(g[4],g[3],p[4],p[3],gb1[2],pb1[2]); 
    GP_block GPB1_6(g[6],g[5],p[6],p[5],gb1[3],pb1[3]); 
    GP_block GPB1_8(g[8],g[7],p[8],p[7],gb1[4],pb1[4]); 
    GP_block GPB1_10(g[10],g[9],p[10],p[9],gb1[5],pb1[5]); 
    GP_block GPB1_12(g[12],g[11],p[12],p[11],gb1[6],pb1[6]); 
    GP_block GPB_14(g[14],g[13],p[14],p[13],gb1[7],pb1[7]); 
    GP_block GPB2_2(g[1],gb1[0],p[1],pb1[0],gb2[0],pb2[0]);  
    GP_block GPB2_1(gb1[1],gb1[0],pb1[1],pb1[0],gb2[1],pb2[1]);  
    GP_block GPB2_4(g[5],gb1[2],p[5],pb1[2],gb2[2],pb2[2]); 
    GP_block GPB2_3(gb1[3],gb1[2],pb1[3],pb1[2],gb2[3],pb2[3]); 
    GP_block GPB2_5(g[9],gb1[4],p[9],pb1[4],gb2[4],pb2[4]);  
    GP_block GPB2_6(gb1[5],gb1[4],pb1[5],pb1[4],gb2[5],pb2[5]);  
    GP_block GPB2_7(g[13],gb1[6],p[13],pb1[6],gb2[6],pb2[6]);  
    GP_block GPB2_8(gb1[7],gb1[6],pb1[7],pb1[6],gb2[7],pb2[7]);  
    GP_block GPB3_4(g[3],gb2[1],p[3],pb2[1],gb3[0],pb3[0]);  
    GP_block GPB3_3(gb1[2],gb2[1],pb1[2],pb2[1],gb3[1],gb3[1]);  
    GP_block GPB3_1(gb2[2],gb2[1],pb2[2],pb2[1],gb3[2],pb3[2]); 
    GP_block GPB3_2(gb2[3],gb2[1],pb2[3],pb2[1],gb3[3],pb3[3]); 
    GP_block GPB3_5(g[11],gb2[5],p[11],pb2[5],gb3[4],pb3[4]); 
    GP_block GPB3_6(gb1[6],gb2[5],pb1[6],pb2[5],gb3[5],pb3[5]);  
    GP_block GPB3_7(gb2[6],gb2[5],pb2[6],pb2[5],gb3[6],pb3[6]);  
    GP_block GPB3_8(gb2[7],gb2[5],pb2[7],pb2[5],gb3[7],pb3[7]);  
    GP_block GPB4_1(g[7],gb3[3],p[7],pb3[3],gb4[0],pb4[0]);  
GP_block GPB4_2(gb1[4],gb3[3],pb1[4],pb3[3],gb4[1],pb4[1]);  
GP_block GPB4_3(gb2[4],gb3[3],pb2[4],pb3[3],gb4[2],pb4[2]);  
GP_block GPB4_4(gb2[5],gb3[3],pb2[5],pb3[3],gb4[3],pb4[3]);  
GP_block GPB4_5(gb3[4],gb3[3],pb3[4],pb3[3],gb4[4],pb4[4]);  
GP_block GPB4_6(gb3[5],gb3[3],pb3[5],pb3[3],gb4[5],pb4[5]);  
GP_block GPB4_7(gb3[6],gb3[3],pb3[6],pb3[3],gb4[6],pb4[6]);  
GP_block GPB4_8(gb3[7],gb3[3],pb3[7],pb3[3],gb4[7],pb4[7]);  
    sum_prefix S1(a[0],b[0],cin,sum[0]);
    sum_prefix S2(a[1],b[1],gb1[0],sum[1]);
    sum_prefix S3(a[2],b[2],gb2[0],sum[2]);
    sum_prefix S4(a[3],b[3],gb2[1],sum[3]);
    sum_prefix S5(a[4],b[4],gb3[0],sum[4]); 
    sum_prefix S6(a[5],b[5],gb3[2],sum[5]); 
    sum_prefix S7(a[6],b[6],gb3[2],sum[6]); 
    sum_prefix S8(a[7],b[7],gb3[3],sum[7]);
    sum_prefix S9(a[8],b[8],gb4[1],sum[8]); 
    sum_prefix S10(a[9],b[9],gb4[0],sum[9]); 
    sum_prefix S11(a[10],b[10],gb4[1],sum[10]);
    sum_prefix S12(a[11],b[11],gb4[2],sum[11]); 
    sum_prefix S13(a[12],b[12],gb4[3],sum[12]); 
    sum_prefix S14(a[13],b[13],gb4[4],sum[13]); 
    sum_prefix S15(a[14],b[14],gb4[5],sum[14]); 
    sum_prefix S16(a[15],b[15],gb4[6],sum[15]);  
    assign Carry = (a[7] & gb3[0]) | (b[7] & gb3[3]) | (b[7] & gb3[3]);
endmodule
`timescale 1ns / 1ps
module sum_prefix(input logic a,b,c,output logic s);
    assign s=(a^b)^c;
endmodule
```

## design/flow/run.sh

```bash
#!/bin/bash
# OpenROAD 26Q1-2900-gdf79404cd8, Yosys 0.63+post, stock flow scripts
make -C /OpenROAD-flow-scripts/flow DESIGN_CONFIG=/design/flow/config.mk WORK_HOME=/design/flow/orfs finish
```

## design/flow/config.mk

```make
export PLATFORM = sky130hd
export DESIGN_NAME = prefix_adder16bit
export DESIGN_NICKNAME = prefix_adder16bit
export VERILOG_FILES = /design/flow/design.v
export SDC_FILE = /design/flow/constraint.sdc
export NUM_CORES = 4
export LEC_CHECK = 1
export CORE_AREA = 10 10 72 72
export DIE_AREA = 0 0 82 82
```

## design/flow/constraint.sdc

```tcl
current_design prefix_adder16bit

set clk_period 3.8
set clk_io_pct 0.2

create_clock -name clk0 -period $clk_period

set non_clock_inputs [all_inputs -no_clocks]
set_input_delay [expr $clk_period * $clk_io_pct] -clock clk0 $non_clock_inputs
set_output_delay [expr $clk_period * $clk_io_pct] -clock clk0 [all_outputs]
```

==> deck_impl_summary.md <==
Synthesis and Place & Route Summary

Detailed routing
  – Starting DRT DRC Count: 35
  – Final ANT Viol Nets: 0
  – Uppermost layer routed: met3
  – Post-route DRC: 0
  – Post-Route WL: 2748 um
  – Met2 routed WL: 1412 um
  – DRT met1 WL: 1118 um
  – Via/cell ratio: 4.236
  – # diodes: 0
  – Post-DR wirelength/cell: 10.82 um
  – DR WL met3: 217 um
  – DR vias: 1,076
  – Total iterations of the first detailed-routing run: 3

Yosys
  – Synth Seq Share: 0
  – Avg Inst Size Synth: 7.896 um2
  – Top logic family: adder cells
  – Synth Area in Simple Gates: 0.1285
  – Adders+Majority by Area: 0.3469
  – XOR/XNOR share of the synthesized area: 0.1049
  – Post-synth top cells: inv_1 (37), ha_1 (26), buf_4 (16)
  – Dominant cell by count in the synthesized netlist: inv_1
  – Synth area leader: ha_1
  – Syn Inst Count: 148
  – Post-synth top area share: 0.2784
  – Cell Area, Synth: 1169 um2
  – Warnings from Yosys: 1
  – Synth area leaders: ha_1 (28%), inv_1 (12%), buf_4 (10%)
  – Unique cell type count in the Yosys netlist: 39
  – Synthesis area per yosys: 1169 um2
  – Mux frac, synth: 0.01820
  – Area fraction in compound gates: 0.1799
  – Yosys cell count: 148

Global route
  – Vias in the first global route: 1,044
  – Grt ovf: 0
  – GRT Util Overall: 0.07670
  – Largest net degree at the start of global routing: 6
  – Initial antenna violation count: 0
  – Global-route wire length before repair: 4395 um

Critical path
  – Critical Path AT: 2950 ps
  – Crit Path Category: input port to output port
  – Worst path required time: 3040 ps
  – Critical Path Fanout Max: 3
  – Crit end category: output port
  – Startpoint Class: input port

Job
  – Tool warnings: 49
  – Max capacitance violation total: 0

Timing
  – Tcrit/Tclk final: 0.9752
  – Max Clk Rate: 269.8 MHz
  – Min cycle time layout: 3706 ps
  – Pins over their slew limit: 0
  – Hold Vio Cnt, Final: 0
  – Normalized max-slew margin: 0.7690
  – Final tally of setup violations: 0
  – Worst-margin pin slew: 344.0 ps

Hold path
  – Hold WC Path Type: input port to output port

Power
  – VDD IR max: 58.53 uV
  – Pwr per Cell Area: 141.7 nW/um2
  – Lkg Pwr: 0.9655 nW

Floorplanning
  – # rows: 22
  – Die H: 82 um
  – Chip width: 82 um
  – I/O Pins: 50
  – Die area: 6724 um2
  – Core Box Area: 3689 um2
  – Initial Util: 0.3168

Cells and area
  – Layout area overhead: 67.02%
  – Flops: 0
  – FF+latch area: 0 um2
  – Clock buffers: 0
  – Layout cells sized above 1: 0.3204
  – Non-Filler Instances: 254
  – Final instance area: 1952 um2

Placed design
  – Placed insts: 251
  – DP Area: 1767 um2
  – DPL Wire Length: 2440 um
  – Final GP Congestion: 0.8542
  – IO buf count: 50

Status
  – Status: complete, no violations

Clocking
  – Hold-fix buffers, CTS: 0
==> stage by stage <==
stage,utilization,total power [W],setup TNS (ps),setup slack (ps),hold slack [ps]
6_report,0.5292,0.0002765,0,94.11,2317
5_1_grt,0.5292,0.0003075,-3.737,-3.737,2366
4_1_cts,0.4939,0.0002676,-27.71,-27.71,2424
3_5_place_dp,0.4790,0.0002568,-2078,-448.3,2566
3_3_place_gp,0.4790,0.0002537,-1940,-457.3,2554
2_1_floorplan,-,0.0001525,0,403.4,1598
==> cell usage in the layout (no fill, tap or decap), drive strengths merged, types with 2 or more instances in the layout <==
cell type / count
clkdlybuf4s50: 37
inv: 37
ha: 26
buf: 24
xnor2: 11
nor2: 11
o21ai: 8
dlymetal6s2s: 7
dlygate4sd2: 6
fa: 4
xor2: 3
nor3: 3
nand2: 2
a21o: 2
a21oi: 2
nor2b: 2
o211ai: 2
a211oi: 2
==> power by group <==
part,switching [W],leakage (nW),total (W),internal (W)
Combinational,0.0000981,0.965,0.000277,0.000178
Sequential,0,0,0,0
Clock,0,0,0,0
==> final cells by class <==
class | count | area, um2
repair buffers | 74 | 698.2
multi-input cells | 95 | 1055
well taps | 48 | 60.06
inverters | 37 | 138.9
fillers | 328 | 1737
==> metal layers <==
metal | track usage | vias up
met5 | 0 | -
met4 | 0 | 0
met3 | 0.01982 | 0
met2 | 0.1301 | 21
met1 | 0.1021 | 483
li1 | - | 572
==> final timing paths <==
path,cells after the start,from,to
hold / removal,6,a[7],sum[7]
setup / recovery,10,b[4],sum[14]
==> logic make-up after synthesis <==
| kind of cell | Yosys count |
|---|---|
| compound gates | 25 |
| xor+xnor | 14 |
| fa+ha+maj | 30 |
| buf+inv | 53 |
| mux | 2 |
| simple gates | 24 |
==> worst max-delay path, cell delays in order <==
cell and delay (ps):
clkdlybuf4s50_1 490, inv_2 50, ha_4 160, and2b_2 220, buf_4 110, o211ai_4 80, a31oi_4 220, mux2_4 320
nand4_1 70, clkdlybuf4s50_1 470
==> timing repair <==
action	CTS	global route
setup buffers	1	2
resized	19	34
setup endpoints to repair	14	12
pin swaps	12	12
Power figures rest on the tool's default switching activity, not on a simulated workload.
